[flow/config.mk]
export PLATFORM = sky130hd
export DESIGN_NAME = reg_wrap
export DESIGN_NICKNAME = reg_wrap
export VERILOG_FILES = /design/flow/design.v
export SDC_FILE = /design/flow/constraint.sdc
export NUM_CORES = 4
export LEC_CHECK = 1
export CORE_UTILIZATION = 40
[flow/constraint.sdc]
current_design reg_wrap

set clk_period 13.4
set clk_io_pct 0.2

create_clock -name clk0 -period $clk_period [get_ports {clk}]

set non_clock_inputs [all_inputs -no_clocks]
set_input_delay [expr $clk_period * $clk_io_pct] -clock clk0 $non_clock_inputs
set_output_delay [expr $clk_period * $clk_io_pct] -clock clk0 [all_outputs]
[flow/design.v]
package net_config;
    localparam logic signed [7:0] input_quant_offset = 8'b10000000;
endpackage
(* use_dsp = "yes" *) module poor_mac #(
    parameter bit REGISTER_INPUTS = 0,
    parameter int A_WIDTH = 8,
    parameter int B_WIDTH = 8,
    parameter int C_WIDTH = 8,
    parameter int O_WIDTH = 22,  
    parameter logic PREADDER_SUB = 0
) (
    input logic clk,
    input logic en,
    input logic signed [A_WIDTH-1:0] a,
    input logic signed [B_WIDTH-1:0] b,
    input logic signed [C_WIDTH-1:0] c,
    input logic acc,
    output logic signed [O_WIDTH-1:0] result
);
    logic                      s_en;
    logic signed [A_WIDTH-1:0] s_a;
    logic signed [B_WIDTH-1:0] s_b;
    logic signed [C_WIDTH-1:0] s_c;
    logic                      s_acc;
    logic signed [O_WIDTH-1:0] acc_src_c;
    assign acc_src_c = s_acc ? result : 0;
    generate
        if (REGISTER_INPUTS) begin : g_reg_in
            logic                      en_r;
            logic signed [A_WIDTH-1:0] a_r;
            logic signed [B_WIDTH-1:0] b_r;
            logic signed [C_WIDTH-1:0] c_r;
            logic                      acc_r;
            assign s_en = en_r;
            assign s_a = a_r;
            assign s_b = b_r;
            assign s_c = c_r;
            assign s_acc = acc_r;
            always_ff @(posedge clk) begin
                en_r <= en;
                a_r <= a;
                b_r <= b;
                c_r <= c;
                acc_r <= acc;
            end
        end else begin : g_no_reg_in
            assign s_en = en;
            assign s_a = a;
            assign s_b = b;
            assign s_c = c;
            assign s_acc = acc;
        end
    endgenerate
    always_ff @(posedge clk) begin
        if (s_en) begin
            if (PREADDER_SUB) begin : g_preadder_subtracts
                result <= acc_src_c + ((s_a - s_c) * s_b);
            end else begin : g_preadder_adds
                result <= acc_src_c + ((s_a + s_c) * s_b);
            end
        end
    end
endmodule
module reg_wrap #(
    parameter int WIDTH = 32
) (
    input clk,
    input logic [WIDTH-1:0] a,
    input logic [WIDTH-1:0] b,
    output logic [WIDTH-1:0] c
);
    logic [WIDTH-1:0] a_r;
	 logic [WIDTH-1:0] b_r;
	 logic [WIDTH-1:0] c_c;
    always @(posedge clk) begin
	     a_r <= a;
		  b_r <= b;
		  c <= c_c;
	 end
	 fp_mul #(.EXP_W(8), .FRAC_W(23)) i_mul(.a(a_r), .b(b_r), .product(c_c));
endmodule
module fp_mul #(
    parameter int EXP_W = 8,
    parameter int FRAC_W = 23
) (
    input logic [WIDTH-1:0] a,
    input logic [WIDTH-1:0] b,
    output logic [WIDTH-1:0] product
);
    localparam int WIDTH = 1 + EXP_W + FRAC_W;
    localparam int MUL_W = 2*(FRAC_W+1);
    logic a_sign;
    logic [EXP_W-1:0] a_exp;
    logic [FRAC_W-1:0] a_frac;
    logic b_sign;
    logic [EXP_W-1:0] b_exp;
    logic [FRAC_W-1:0] b_frac;
    logic prod_sign;
    logic [EXP_W-1:0] prod_exp;
    logic [FRAC_W-1:0] prod_frac;
    logic [MUL_W-1:0] frac_mul;  
    logic a_zero;
    logic b_zero;
    logic result_zero;
    assign {a_sign, a_exp, a_frac} = a;
    assign {b_sign, b_exp, b_frac} = b;
    assign a_zero = a_exp == 0 && a_frac == 0;
    assign b_zero = b_exp == 0 && b_frac == 0;
    assign result_zero = a_zero | b_zero;
    assign prod_sign = a_sign ^ b_sign;
    assign frac_mul = {|a_exp, a_frac} * {|b_exp, b_frac};
    assign prod_exp = a_exp + b_exp - {1'b0, {(FRAC_W-1){1'b1}}} + frac_mul[MUL_W-1];
    assign prod_frac = frac_mul[MUL_W-1] ? frac_mul[2*FRAC_W:FRAC_W+1] : frac_mul[2*FRAC_W-1:FRAC_W];
    assign product = {prod_sign,
                      result_zero ? {EXP_W{1'b0}} : prod_exp,
                      prod_frac};
endmodule
[flow/run.sh]
#!/bin/bash
# OpenROAD 26Q1-2900-gdf79404cd8, Yosys 0.63+post, stock flow scripts
make -C /OpenROAD-flow-scripts/flow DESIGN_CONFIG=/design/flow/config.mk WORK_HOME=/design/flow/orfs finish
==> results.json <==
{
  "routed_wl_mm": 53.2,
  "post-place-ws_ps": 4310,
  "cts_tree": "built",
  "routedWlPerCell_um": 17.6,
  "postSynthSeqShare": 0.0917,
  "vias": 14978,
  "antenna_found_initial": 1,
  "cts-buffers-inserted": 9,
  "synthFlopType": "dfxtp_1",
  "cts_buffer_depth": 2,
  "period_used_share": 0.676,
  "netlist_area_um2": 21000,
  "reg2reg_from": "b_r[28]$_DFF_P_",
  "period_needed_ps": 9060,
  "dp_hpwl_mm": 39.6,
  "crit_required_ps": 13690,
  "worst_pin_slew_ps": 643,
  "cts_hold_buf": 0,
  "cp_slowest_cell": "nor4_1",
  "netlist_instances": 2293,
  "synth_chip_area_um2": 21000,
  "cts_setup_buffers": 0,
  "start_kind": "flip-flop",
  "critPathKind": "flip-flop to flip-flop",
  "dr.pass1.iters": 5,
  "drcViolationCount": 0,
  "edf_count": 0,
  "hold_start": "a_r[31]$_DFF_P_",
  "final_util": 0.447,
  "numPortBuffers": 96,
  "grt.total_usage": 0.229,
  "synth_flops": 96,
  "gp_congestion": 0.959,
  "top_level_ports": 97,
  "hold_viol": 0,
  "critPathLaunch": "b_r[28]$_DFF_P_",
  "cts-root-buf": "clkbuf_16",
  "clk_pin_slew_ps": 80,
  "first_iter_violations": 485,
  "critPathMaxStageDelay_ps": 520,
  "holdCritPathClass": "flip-flop to flip-flop",
  "syn_area_per_cell_um2": 9.14,
  "dieWidth_um": 231,
  "finalInstanceArea_um2": 23000,
  "setup_ws_ps": 4340,
  "maxSlewHeadroom": 0.569,
  "ant_nets": 0,
  "cp_top_family": "adder cells",
  "rsz0062_at_grt": "false",
  "coreArea_um2": 51500,
  "maxSlewViolCount": 0,
  "clk_latency_ps": 410,
  "endpoint_kind": "flip-flop",
  "ys_types": 56,
  "chip_area_um2": 53300,
  "yosysCellCount": 2293,
  "via_per_inst": 4.95,
  "max_freq_mhz": 110,
  "rows": 83,
  "yosysWarnings": 1,
  "cp_max_fo": 41,
  "crit_buf_inv": 6,
  "grt_pass1_wl_mm": 88.4,
  "dieHeight_um": 231,
  "async_flop_share": 0,
  "maxCapViolCount": 0,
  "status": "completed",
  "skew_ps": 27.4,
  "arrival_ps": 9360,
  "setup_violations": 0,
  "overflow": 0,
  "warning_count": 25,
  "tns_ps": 0,
  "cts_max_level": 3,
  "grt_pass1_vias": 16737,
  "placed_cell_area_um2": 22700,
  "grt_max_degree": 42,
  "core_util_floorplan": 0.407,
  "cts.repair.resized": 0,
  "clock-sinks": 96,
  "drive_gt1_frac": 0.0329,
  "area_growth_pct": 9.88,
  "cpMostUsedCell": "fa_1"
}
[area by class of cell]
class | instances | area, um^2
fillers | 4811 | 28500
multi-input cells | 1552 | 16600
inverters | 532 | 2000
flip-flops and latches | 96 | 1920
repair buffers | 146 | 1340
well taps | 680 | 851
clock buffers | 9 | 225
clock inverters | 7 | 86.3
diodes | 1 | 2.50
[metal layers]
layer | global-route usage | wire length, um | vias to the layer above | share of wire
met2 | 0.374 | 26500 | 531 | 0.50
met4 | 0.0542 | 1700 | 2 | 0.032
li1 | - | - | 6811 | -
met5 | 0.00460 | 13 | - | 0.00024
met1 | 0.300 | 20400 | 7542 | 0.38
met3 | 0.0840 | 4630 | 92 | 0.087
[flip-flops by register name (all words and copies together), names as in the netlist]
name,cells
b_r,32
c,32
a_r,32
[path summary, 6_finish.rpt]
check / end / slack [ps] / cells after the start
hold / removal: c[31]$_DFF_P_ / 430 / 1
setup reg to reg: c[30]$_SDFF_PP0_ / 4340 / 35
hold reg to reg: c[31]$_DFF_P_ / 430 / 1
setup / recovery: c[30]$_SDFF_PP0_ / 4340 / 35
[placed cells by master (no fill, tap or decap), drive strengths merged, types with 21 or more instances in the layout]
cell type	instances
buf	50
ha	183
nand2	399
inv	534
xnor2	22
fa	482
and2	212
nor2	35
clkdlybuf4s50	96
dfxtp	96
a21oi	45
a21o	21
[worst register-to-register path, delay by kind of cell, from the launching register on]
kind | cells | cell delay, ps
compound gates | 11 | 2030
xor+xnor | 1 | 140
fa+ha+maj | 9 | 3940
buf+inv | 6 | 720
flops | 1 | 320
simple gates | 8 | 1820
[synthesized netlist by cell type, types with 4 or more instances]
cell type	n	area share
a21o_1	21	0.0075
a21oi_1	44	0.011
and2_1	212	0.063
and3_1	4	0.0012
clkbuf_1	109	0.020
dfxtp_1	96	0.092
fa_1	482	0.46
ha_1	183	0.11
inv_1	531	0.095
mux2_1	11	0.0059
nand2_1	399	0.071
nand2b_1	5	0.0015
nand3_1	11	0.0026
nand4_1	10	0.0030
nor2_1	35	0.0063
nor3_1	11	0.0026
nor4_1	16	0.0048
o211ai_1	4	0.0014
o21ai_0	10	0.0024
o21ai_1	5	0.0012
o21bai_1	10	0.0036
o31ai_1	5	0.0018
xnor2_1	22	0.0092
xor2_1	10	0.0042
[per-stage QoR]
| stage | hold WS [ps] | instances |
|---|---|---|
| 2_1_floorplan | 406 | 2293 |
| 3_3_place_gp | 412 | 3006 |
| 4_1_cts | 431 | 3022 |
| 6_report | 426 | 3023 |
| 5_1_grt | 461 | 3022 |
| 3_5_place_dp | 418 | 3006 |
[kinds of logic after synthesis]
family / count (synthesis) / share of synthesized area
AOI/OAI and AO/OA: 131 / 0.0433
and+or+nand+nor: 710 / 0.159
xor gates and xnor gates: 32 / 0.0134
muxes: 14 / 0.00740
adders and majority gates: 665 / 0.570
buffers and inverters: 645 / 0.116
DFF: 96 / 0.0917
