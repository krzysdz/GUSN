--- design/flow/config.mk ---
export PLATFORM = sky130hd
export DESIGN_NAME = acc_adj_exp
export DESIGN_NICKNAME = acc_adj_exp
export VERILOG_FILES = /design/flow/design.v
export SDC_FILE = /design/flow/constraint.sdc
export NUM_CORES = 4
export LEC_CHECK = 1
export CORE_UTILIZATION = 40
--- design/flow/constraint.sdc ---
current_design acc_adj_exp

set clk_period 15.3
set clk_io_pct 0.2

create_clock -name clk0 -period $clk_period [get_ports {clk}]

set non_clock_inputs [all_inputs -no_clocks]
set_input_delay [expr $clk_period * $clk_io_pct] -clock clk0 $non_clock_inputs
set_output_delay [expr $clk_period * $clk_io_pct] -clock clk0 [all_outputs]
--- design/flow/design.v ---
package net_config;
    localparam logic signed [7:0] input_quant_offset = 8'b10000000;
endpackage
(* use_dsp = "yes" *) module poor_mac #(
    parameter bit REGISTER_INPUTS = 0,
    parameter int A_WIDTH = 8,
    parameter int B_WIDTH = 8,
    parameter int C_WIDTH = 8,
    parameter int O_WIDTH = 22,  
    parameter logic PREADDER_SUB = 0
) (
    input logic clk,
    input logic en,
    input logic signed [A_WIDTH-1:0] a,
    input logic signed [B_WIDTH-1:0] b,
    input logic signed [C_WIDTH-1:0] c,
    input logic acc,
    output logic signed [O_WIDTH-1:0] result
);
    logic                      s_en;
    logic signed [A_WIDTH-1:0] s_a;
    logic signed [B_WIDTH-1:0] s_b;
    logic signed [C_WIDTH-1:0] s_c;
    logic                      s_acc;
    logic signed [O_WIDTH-1:0] acc_src_c;
    assign acc_src_c = s_acc ? result : 0;
    generate
        if (REGISTER_INPUTS) begin : g_reg_in
            logic                      en_r;
            logic signed [A_WIDTH-1:0] a_r;
            logic signed [B_WIDTH-1:0] b_r;
            logic signed [C_WIDTH-1:0] c_r;
            logic                      acc_r;
            assign s_en = en_r;
            assign s_a = a_r;
            assign s_b = b_r;
            assign s_c = c_r;
            assign s_acc = acc_r;
            always_ff @(posedge clk) begin
                en_r <= en;
                a_r <= a;
                b_r <= b;
                c_r <= c;
                acc_r <= acc;
            end
        end else begin : g_no_reg_in
            assign s_en = en;
            assign s_a = a;
            assign s_b = b;
            assign s_c = c;
            assign s_acc = acc;
        end
    endgenerate
    always_ff @(posedge clk) begin
        if (s_en) begin
            if (PREADDER_SUB) begin : g_preadder_subtracts
                result <= acc_src_c + ((s_a - s_c) * s_b);
            end else begin : g_preadder_adds
                result <= acc_src_c + ((s_a + s_c) * s_b);
            end
        end
    end
endmodule
module acc_adj_exp #(
    parameter int ACC_W = 29,
    parameter int BIAS_W = 8,
    parameter int MUL_W = 16,
    parameter int SH_W = 6,  
    parameter int OOF_W = 8,  
    localparam int OW = 48 
) (
    input logic clk,
    input logic signed [ACC_W-1:0] acc,
    input logic signed [BIAS_W-1:0] bias,
    input logic signed [MUL_W-1:0] mul,
    input logic [SH_W-1:0] shr,
    input logic signed [OOF_W-1:0] out_off,
    output logic signed [OW-1:0] o
);
    logic signed [ACC_W-1:0] acc_r;
    logic signed [BIAS_W-1:0] bias_r;
    logic signed [MUL_W-1:0] mul_r;
    logic [SH_W-1:0] shr_r;
    logic signed [OOF_W-1:0] out_off_r;
    logic signed [ACC_W-1:0] biased_acc;
    logic signed [MUL_W-1:0] mul_r2;
    logic [SH_W-1:0] shr_r2;
    logic signed [OW-1:0] shifted_offset;
    logic signed [OW-1:0] shifted_round;
    logic signed [OW-1:0] mul_res;
    logic [SH_W-1:0] shr_r3;
    logic signed [OW-1:0] shifted_offset_rd;
    logic signed [OW-1:0] unshifted_result;
    logic [SH_W-1:0] shr_r4;
    always_ff @(posedge clk) begin
        acc_r <= acc;
        bias_r <= bias;
        mul_r <= mul;
        shr_r <= shr;
        out_off_r <= out_off;
        biased_acc <= acc_r + bias_r;
        shifted_offset <= out_off_r << shr_r;
        shifted_round <= 1 << (shr_r - 1);
        mul_r2 <= mul_r;
        shr_r2 <= shr_r;
        shifted_offset_rd <= shifted_offset | shifted_round;
        mul_res <= biased_acc * mul_r2;
        shr_r3 <= shr_r2;
        unshifted_result <= mul_res + shifted_offset_rd;
        shr_r4 <= shr_r3;
        o <= unshifted_result >>> shr_r4;
    end
endmodule
--- design/flow/run.sh ---
#!/bin/bash
# OpenROAD 26Q1-2900-gdf79404cd8, Yosys 0.63+post, stock flow scripts
make -C /OpenROAD-flow-scripts/flow DESIGN_CONFIG=/design/flow/config.mk WORK_HOME=/design/flow/orfs finish
==> metrics.txt <==
# HELP chip_impl_metric Metrics from one implementation run
# TYPE chip_impl_metric gauge
chip_impl_info{name="crit_start",value="mul_r2[15]"} 1
chip_impl_info{name="rsz_0062_raised_after_global_routing",value="no"} 1
chip_impl_metric{name="seq_area_frac_synth",unit=""} 0.252
chip_impl_metric{name="timing.final.crit_share",unit=""} 0.460
chip_impl_metric{name="dr.first_iter.drc_count",unit=""} 1036
chip_impl_metric{name="syn_to_final_growth",unit="%"} 11.5
chip_impl_metric{name="met2WireLength",unit="um"} 36800
chip_impl_metric{name="post_synth_inst_count",unit=""} 3565
chip_impl_info{name="min-delay-path-class",value="flip-flop to flip-flop"} 1
chip_impl_metric{name="die.size.x",unit="um"} 289
chip_impl_info{name="cts_root_buffer_type",value="clkbuf_16"} 1
chip_impl_metric{name="finalWorstPathRequiredPeriod",unit="ns"} 7.03
chip_impl_metric{name="finalSetupViolCount",unit=""} 0
chip_impl_metric{name="yosysUniqueCellTypes",unit=""} 77
chip_impl_metric{name="required_worst_endpoint",unit="ns"} 15.80
chip_impl_metric{name="tritoncts_buffer_count",unit=""} 46
chip_impl_info{name="criticalPathCategory",value="flip-flop to flip-flop"} 1
chip_impl_metric{name="crit_buf_inv",unit=""} 4
chip_impl_metric{name="floorplan.rows",unit=""} 105
chip_impl_metric{name="final_cell_area",unit="sq um"} 36800
chip_impl_metric{name="first_global_vias",unit=""} 24347
chip_impl_metric{name="grt_first_pass_wirelength",unit="um"} 127000
chip_impl_metric{name="worst_pin_slew",unit="ns"} 0.754
chip_impl_info{name="cts_tree",value="yes"} 1
chip_impl_metric{name="detailedPlacementHpwl",unit="um"} 60700
chip_impl_metric{name="met3WireLength",unit="um"} 4120
chip_impl_metric{name="cts_htree_levels",unit=""} 2
chip_impl_metric{name="clkSlewWorstSetupHoldPaths",unit="ns"} 0.05
chip_impl_metric{name="pin_count",unit=""} 116
chip_impl_metric{name="place_worst_setup_slack",unit="ns"} 8.33
chip_impl_info{name="final_layout_top_logic_cell",value="inv_1"} 1
chip_impl_metric{name="final_cell_count_no_fill",unit=""} 4717
chip_impl_metric{name="antenna_left",unit=""} 0
chip_impl_metric{name="tool_warnings",unit=""} 25
chip_impl_metric{name="design.die.area",unit="sq um"} 83700
chip_impl_metric{name="io_buffer_count",unit=""} 115
chip_impl_info{name="status",value="completed"} 1
chip_impl_metric{name="drc",unit=""} 0
chip_impl_info{name="synthFlopType",value="dfxtp_1"} 1
chip_impl_metric{name="worst_ep_arrival_time",unit="ns"} 7.53
chip_impl_metric{name="ys_seq_elements",unit=""} 415
chip_impl_metric{name="drive_above_1_share",unit=""} 0.0680
chip_impl_metric{name="detailedRoute.firstPassIterationCount",unit=""} 5
chip_impl_metric{name="vias_per_cell",unit=""} 4.96
chip_impl_metric{name="critPathMaxFanout",unit=""} 15
chip_impl_metric{name="cts_setup_buffers",unit=""} 0
chip_impl_metric{name="clock_sink_count",unit=""} 415
chip_impl_info{name="startpoint_type",value="flip-flop"} 1
chip_impl_metric{name="detail_route.wirelength.met1",unit="um"} 33300
chip_impl_metric{name="grt_antenna_before_repair",unit=""} 2
chip_impl_metric{name="finalSetupTns",unit="ns"} 0
chip_impl_metric{name="slowest_delay",unit="ns"} 0.70
chip_impl_metric{name="max_clock_skew",unit="ns"} 0.0189
chip_impl_metric{name="placed_area",unit="sq um"} 35200
chip_impl_metric{name="flip_flops_with_a_built_in_enable",unit=""} 0
chip_impl_metric{name="place.gp.congestion",unit=""} 0.934
chip_impl_metric{name="post_cts_resized",unit=""} 0
chip_impl_metric{name="route.detailed.wl_per_inst",unit="um"} 16.2
chip_impl_metric{name="avgSynthCellArea",unit="sq um"} 9.27
chip_impl_info{name="crit_slowest_cell",value="dfxtp_1"} 1
chip_impl_metric{name="vias",unit=""} 23397
chip_impl_info{name="worstHoldStart",value="mul_r[1]"} 1
chip_impl_metric{name="core_area",unit="sq um"} 81800
chip_impl_metric{name="cts_hold_buffers",unit=""} 0
chip_impl_metric{name="synth_stat.cells",unit=""} 3565
chip_impl_metric{name="floorplanUtilization",unit=""} 0.404
chip_impl_metric{name="clock_tree.buffer_depth",unit=""} 3
chip_impl_metric{name="ff2ff_path_depth",unit=""} 21
chip_impl_info{name="crit_end_element",value="flip-flop"} 1
chip_impl_metric{name="global_route.usage.total",unit=""} 0.203
chip_impl_info{name="netlist_top_cells_area",value="fa_1 (27%), dfxtp_1 (25%), ha_1 (7.0%)"} 1
chip_impl_info{name="crit_family",value="adder cells"} 1
chip_impl_info{name="r2r-start",value="mul_r2[15]"} 1
chip_impl_metric{name="synthDominantCellAreaShare",unit=""} 0.270
chip_impl_metric{name="pin_count_of_the_biggest_net_entering_global_routing",unit=""} 56
chip_impl_metric{name="clock_latency",unit="ns"} 0.59
chip_impl_metric{name="drt-total-wl",unit="um"} 76400
chip_impl_info{name="worst_path_most_repeated_cell",value="fa_1"} 1
chip_impl_metric{name="max_capacitance_violation_count",unit=""} 0
chip_impl_info{name="final_cell_mix",value="inv_1 (553), fa_1 (446), dfxtp_1 (412)"} 1
chip_impl_info{name="highest_layer",value="met4"} 1
chip_impl_metric{name="timing.critical_path.depth",unit=""} 21
chip_impl_metric{name="die-height",unit="um"} 289
chip_impl_metric{name="timing.final.ws_setup",unit="ns"} 8.27
chip_impl_metric{name="ys_chip_area",unit="sq um"} 33000
chip_impl_metric{name="slew_headroom",unit=""} 0.496
chip_impl_metric{name="clock.fmax",unit="MHz"} 142
chip_impl_info{name="path_cells",value="inv_1, buf_4, nor2_1, fa_1, fa_1, fa_1, fa_1, fa_1, inv_1, fa_1, inv_1, ha_1, a21oi_1, o21a_1, o21ai_0, o22ai_1, a211oi_2, o41ai_2, o21ai_1, a311oi_1, xnor2_1"} 1
chip_impl_metric{name="timing.final.max_slew_violations",unit=""} 0
chip_impl_metric{name="hold_path_depth",unit=""} 0
chip_impl_metric{name="netlist_area",unit="sq um"} 33000
chip_impl_metric{name="final_tally_of_hold_violations",unit=""} 0
chip_impl_info{name="synthDominantAreaCellType",value="fa_1"} 1
chip_impl_metric{name="placed_cells",unit=""} 4632
chip_impl_metric{name="ys_warn_count",unit=""} 1
chip_impl_metric{name="overflow",unit=""} 0
chip_impl_metric{name="asyncSetResetFlopFracSynth",unit=""} 0
==> layer usage <==
metal  GRT usage  vias up
met5           0        -
met4      0.0464        0
met3      0.0400      115
met2       0.330      492
met1       0.293    11409
li1            -    11381
==> cells in the mapped netlist, drive strengths merged (21+ instances only) <==
master    n
buf      21
nand3    40
fa      446
inv     553
xor2     38
a21oi   198
nand2b   29
mux2i    66
a21o     56
nor2    228
dfxtp   415
xnor2    74
clkbuf  138
nand2   404
mux4     32
o21ai   101
or2      57
nor3     35
ha      184
a211oi   41
and2    201
==> metrics by stage <==
stage	util	hold WS (ns)
after floorplan	-	0.310
after global placement	0.430	0.312
after detailed placement	0.430	0.312
after CTS	0.450	0.327
after global routing	0.450	0.329
final	0.450	0.325
==> sequential cells by signal, indices dropped and copies added, names as in the netlist <==
signal	count
o	48
shifted_offset	48
shifted_offset_rd	48
shifted_round	48
unshifted_result	48
mul_res	45
acc_r	29
biased_acc	29
mul_r2	16
mul_r	16
bias_r	8
out_off_r	8
shr_r2	6
shr_r3	6
shr_r4	6
shr_r	6
==> cell families after synthesis <==
logic type | after synthesis | synth area share
flops | 415 | 0.252
fa+ha+maj | 630 | 0.340
xor+xnor | 112 | 0.0297
mux | 110 | 0.0459
buf+inv | 716 | 0.0820
compound gates | 531 | 0.102
simple gates | 1051 | 0.149
==> area by class of cell <==
cell class,count,area [sq um]
Antenna cell,1,2.50
Clock buffer,54,1250
Inverter,557,2090
Multi-Input combinational cell,2434,22000
Fill cell,7763,45000
Timing Repair Buffer,156,1460
Tap cell,1070,1340
Sequential cell,415,8310
Clock inverter,30,353
==> final timing paths <==
| path | to | slack [ns] |
|---|---|---|
| min | mul_r2[1] | 0.33 |
| max reg2reg | mul_res[44] | 8.27 |
| max | mul_res[44] | 8.27 |
| min reg2reg | mul_r2[1] | 0.33 |
