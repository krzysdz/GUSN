File: ./run.sh
#!/bin/bash
# OpenROAD 26Q1-2900-gdf79404cd8, Yosys 0.63+post, stock flow scripts
make -C /OpenROAD-flow-scripts/flow DESIGN_CONFIG=/design/flow/config.mk WORK_HOME=/design/flow/orfs finish
File: ./config.mk
export PLATFORM = sky130hd
export DESIGN_NAME = wide_mul_preadd
export DESIGN_NICKNAME = wide_mul_preadd
export VERILOG_FILES = /design/flow/design.v
export SDC_FILE = /design/flow/constraint.sdc
export NUM_CORES = 4
export LEC_CHECK = 1
export CORE_UTILIZATION = 30
File: ./constraint.sdc
current_design wide_mul_preadd

set clk_period 38.4
set clk_io_pct 0.2

create_clock -name clk0 -period $clk_period

set non_clock_inputs [all_inputs -no_clocks]
set_input_delay [expr $clk_period * $clk_io_pct] -clock clk0 $non_clock_inputs
set_output_delay [expr $clk_period * $clk_io_pct] -clock clk0 [all_outputs]
File: ./design.v
package net_config;
    localparam logic signed [7:0] input_quant_offset = 8'b10000000;
endpackage
(* use_dsp = "yes" *) module poor_mac #(
    parameter bit REGISTER_INPUTS = 0,
    parameter int A_WIDTH = 8,
    parameter int B_WIDTH = 8,
    parameter int C_WIDTH = 8,
    parameter int O_WIDTH = 22,  
    parameter logic PREADDER_SUB = 0
) (
    input logic clk,
    input logic en,
    input logic signed [A_WIDTH-1:0] a,
    input logic signed [B_WIDTH-1:0] b,
    input logic signed [C_WIDTH-1:0] c,
    input logic acc,
    output logic signed [O_WIDTH-1:0] result
);
    logic                      s_en;
    logic signed [A_WIDTH-1:0] s_a;
    logic signed [B_WIDTH-1:0] s_b;
    logic signed [C_WIDTH-1:0] s_c;
    logic                      s_acc;
    logic signed [O_WIDTH-1:0] acc_src_c;
    assign acc_src_c = s_acc ? result : 0;
    generate
        if (REGISTER_INPUTS) begin : g_reg_in
            logic                      en_r;
            logic signed [A_WIDTH-1:0] a_r;
            logic signed [B_WIDTH-1:0] b_r;
            logic signed [C_WIDTH-1:0] c_r;
            logic                      acc_r;
            assign s_en = en_r;
            assign s_a = a_r;
            assign s_b = b_r;
            assign s_c = c_r;
            assign s_acc = acc_r;
            always_ff @(posedge clk) begin
                en_r <= en;
                a_r <= a;
                b_r <= b;
                c_r <= c;
                acc_r <= acc;
            end
        end else begin : g_no_reg_in
            assign s_en = en;
            assign s_a = a;
            assign s_b = b;
            assign s_c = c;
            assign s_acc = acc;
        end
    endgenerate
    always_ff @(posedge clk) begin
        if (s_en) begin
            if (PREADDER_SUB) begin : g_preadder_subtracts
                result <= acc_src_c + ((s_a - s_c) * s_b);
            end else begin : g_preadder_adds
                result <= acc_src_c + ((s_a + s_c) * s_b);
            end
        end
    end
endmodule
module wide_mul_preadd #(
    parameter int AW = 27,
    parameter int BW = 9,
    parameter int MW = 38,
    localparam int OW = MW + (AW > BW ? AW : BW) + 2 
) (
    input signed [AW-1:0] a,
    input signed [BW-1:0] b,
    input [MW-1:0] m,
    output signed [OW-1:0] o
);
    assign o = (a + b) * $signed({1'b0, m});
endmodule
==> impl_metrics.tcl <==
# yosys + openroad results
set metrics [dict create \
    maxSlewHeadroom 0.1402 \
    crit_arrival_ns 19.34 \
    cp_common_cell "fa_1" \
    combGateArea_sq_mm 0.03312 \
    num_io_pins 141 \
    avgSynthCellArea_sq_um 8.411 \
    grt_use_total 0.1881 \
    avgViaCountPerCell 4.937 \
    setup_viol 0 \
    max_freq_mhz 37.01 \
    endpoint "o[66]" \
    drt_pass1_iterations 8 \
    cp_slowest_cell "clkdlybuf4s50_1" \
    die_w_um 357.0 \
    status "finished, final reports clean" \
    fill_cells 12930 \
    post_cts_buffers 0 \
    grt_pass1_vias 31180 \
    area_leaders "fa_1 50%, ha_1 10%, inv_1 9.8%, nand2_1 7.3%, and2_1 3.5%" \
    yosysTopAreaCell "fa_1" \
    layout-drive-gt1-share 0.03261 \
    netlist_area_sq_mm 0.03781 \
    clock_buffers 0 \
    dp_cells 6053 \
    final_max_slew_viol_count 0 \
    die_area_sq_mm 0.1275 \
    area_delta_synth_final_pct 8.253 \
    ys_seq_frac 0 \
    synth_warnings 0 \
    most_common_cell "inv_1" \
    drc 0 \
    power_switching_mw 19.88 \
    hold_viol_final 0 \
    seqCellArea_sq_um 0 \
    grt_antenna_before_repair 1 \
    hold_buffers 0 \
    hold_class "in -> out" \
    wl_per_cell_um 18.31 \
    seq_cell_count 0 \
    fin_crit_sh 0.7036 \
    worstSetupEndpointType "primary output" \
    cp_max_fo 38 \
    crit_start "b[8]" \
    tool_warnings 32 \
    coreArea_sq_mm 0.1243 \
    drv_cap 0 \
    yosysTopAreaCellShare 0.4951 \
    leakagePower_nw 20.77 \
    p_int_mw 15.50 \
    p_per_area_mw_per_mm2 864.5 \
    critPathLaunchType "input port" \
    drt_iter0_markers 1525 \
    critical_path.max_stage_delay_ns 0.83 \
    dp_hpwl_um 87480 \
    p_sw_frac 0.5620 \
    ys_cells 4495 \
    vias 29890 \
    gp_congestion 0.9095 \
    irDropWorstVdd_mv 1.952 \
    yosys_area_sq_mm 0.03781 \
    grt_remaining_overflow 0 \
    holdWs_ns 16.63 \
    portBuffers 141 \
    tns_ns 0 \
    cts_resized 0 \
    routed_wl_um 110900 \
    grt_pass1_wl_um 176900 \
    fp_util 0.3042 \
    die_h_um 357.0 \
    worstMarginPinSlew_ns 1.282 \
    synth_cell_types 73 \
    core.rowCount 129 \
    required_ns 30.72 \
    fin_crit_ns 27.02 \
    final_cell_count_no_fill 6055 \
    grt_max_degree 78 \
    critPathKind "in -> out" \
    rsz0062_at_grt "false" \
    synthTopCellsByCount "984 x inv_1, 935 x fa_1, 740 x nand2_1, 315 x ha_1, 269 x clkbuf_1" \
    syn_inst 4495 \
    ant_nets 0 \
]
worst min path at each step:
stage         from   end  slack (ns)  depth (start not counted)
CTS           m[0]  o[0]       16.62                          4
finish        m[0]  o[0]       16.63                          4
global route  m[0]  o[0]       16.67                          4
logic make-up after synthesis:
family | Yosys count | share of synthesized area
AOI/OAI and AO/OA | 400 | 0.06744
xor gates and xnor gates | 77 | 0.01784
adders and majority gates | 1250 | 0.5993
buffers and inverters | 1291 | 0.1296
muxes | 1 | 0.0002648
and+or+nand+nor | 1476 | 0.1856
stage by stage:
stage / power, mW / instance area [sq um] / setup slack [ns] / utilization
6_report: 35.38 / 40930 / 11.38 / 0.3293
2_1_floorplan: 18.35 / 37810 / 14.99 / -
3_3_place_gp: 35.76 / 40920 / 11.46 / 0.3293
3_5_place_dp: 35.70 / 40920 / 11.47 / 0.3293
4_1_cts: 35.99 / 40920 / 11.43 / 0.3293
5_1_grt: 38.89 / 40920 / 10.76 / 0.3293
area by class of cell:
class	count	share of cell area
well taps	1637	0.05004
inverters	984	0.09024
multi-input cells	3204	0.8092
diodes	2	0.0001223
repair buffers	228	0.05044
worst max-delay path, delay by kind of cell:
family / cells / cell delay (ns)
XOR/XNOR: 1 / 0.18
AND-OR/OR-AND: 8 / 2.51
buffers and inverters: 9 / 2.30
adder cells (fa/ha/maj): 10 / 4.87
AND/OR/NAND/NOR: 7 / 1.75
power by group through the flow:
stage         Sequential (mW)  Combinational [mW]  Clock (mW)
CTS                         0                36.0           0
global route                0                38.9           0
routing by layer:
layer	routed length [um]	vias up	part of all wire	track usage
met5	13	-	0.00012	0
li1	-	13350	-	-
met4	3526	2	0.032	0.04761
met2	53890	1253	0.49	0.3011
met3	11420	160	0.10	0.07563
met1	42010	15130	0.38	0.2415
placed cells by master, fill, tap and decap left out, types with 4 or more instances in the layout:
| master | count |
|---|---|
| inv_1 | 984 |
| fa_1 | 935 |
| nand2_1 | 740 |
| ha_1 | 313 |
| and2_1 | 209 |
| nand3_1 | 164 |
| clkdlybuf4s50_1 | 141 |
| a21oi_1 | 130 |
| nor2_1 | 88 |
| buf_4 | 87 |
| o21ai_0 | 85 |
| and3_1 | 60 |
| nor2b_1 | 52 |
| o211ai_1 | 41 |
| xnor2_1 | 41 |
| nand2b_1 | 40 |
| or4_1 | 38 |
| a21o_1 | 32 |
| xor2_1 | 21 |
| nand4_1 | 19 |
| nor3_1 | 17 |
| or2_2 | 17 |
| o21bai_1 | 16 |
| o21a_1 | 15 |
| a211oi_1 | 13 |
| xnor2_2 | 12 |
| a31oi_1 | 11 |
| or3_1 | 7 |
| nor2_2 | 5 |
| a21boi_0 | 5 |
| a221oi_1 | 5 |
| nor4_1 | 4 |
Power figures rest on the tool's default switching activity, not on a simulated workload.
